File: flow/config.mk
export PLATFORM = sky130hd
export DESIGN_NAME = TOP
export DESIGN_NICKNAME = TOP
export VERILOG_FILES = /design/flow/design.v
export SDC_FILE = /design/flow/constraint.sdc
export NUM_CORES = 4
export LEC_CHECK = 1
export CORE_UTILIZATION = 50
File: flow/constraint.sdc
current_design TOP

set clk_period 6.1
set clk_io_pct 0.2

create_clock -name clk0 -period $clk_period [get_ports {clk}]

set non_clock_inputs [all_inputs -no_clocks]
set_input_delay [expr $clk_period * $clk_io_pct] -clock clk0 $non_clock_inputs
set_output_delay [expr $clk_period * $clk_io_pct] -clock clk0 [all_outputs]
File: flow/design.v
`timescale 1ns / 1ps
module ADD(
        input [7:0] a,b,
        output [7:0] r,
        output cout
    );
    assign {cout, r} = a + b;
endmodule
`timescale 1ns / 1ps
module ALU(
        input [7:0] ALUinA, ALUinB,
        input [1:0] InsSel,
        output [7:0] ALUout,
        output CO, Z
    );
    wire [7:0] and_out, xor_out, add_out, shift_out;
    wire add_cout, shift_cout, zero_out;
    AND and_inst (.a(ALUinA), .b(ALUinB), .r(and_out));
    XOR xor_inst (.a(ALUinA), .b(ALUinB), .r(xor_out));
    ADD add_inst (.a(ALUinA), .b(ALUinB), .r(add_out), .cout(add_cout));
    CircularLeftShift shift_inst (.a(ALUinA), .r(shift_out));
    ZeroComparator zero_inst (.a(ALUout), .Z(zero_out)); 
    wire [7:0] OutMux [3:0];
    assign OutMux[0] = and_out;
    assign OutMux[1] = xor_out;
    assign OutMux[2] = add_out;
    assign OutMux[3] = shift_out;
    assign ALUout    = OutMux[InsSel];
    wire [7:0] CoutMux [3:0];
    assign shift_cout = shift_out[0];
    assign CoutMux[0] = 0;
    assign CoutMux[1] = 0;
    assign CoutMux[2] = add_cout;
    assign CoutMux[3] = shift_cout;
    assign CO         = CoutMux[InsSel];
    assign Z          = zero_out;
endmodule
`timescale 1ns / 1ps
module AND(
        input [7:0] a,b,
        output [7:0] r
    );
    assign r = a & b;
endmodule
`timescale 1ns / 1ps
module CU(
            Busy,
            clk, reset,
            CO, Z, 
            CUconst,
            InMuxAdd,
            InsSel,
            OutMuxAdd, RegAdd,
            Start,
            WE
        );
        input clk, reset, CO, Z, Start; 
        (* DONT_TOUCH = "TRUE" *) output reg [1:0] InsSel;
        (* DONT_TOUCH = "TRUE" *) output reg [2:0] InMuxAdd;
        (* DONT_TOUCH = "TRUE" *) output reg [3:0] OutMuxAdd, RegAdd;
        (* DONT_TOUCH = "TRUE" *) output reg [7:0] CUconst;
        (* DONT_TOUCH = "TRUE" *) output reg Busy;
        (* DONT_TOUCH = "TRUE" *) output reg WE;
        reg [3:0] state;
        wire [3:0] next_state;
        assign next_state = state + 1;
        always @(posedge clk or posedge reset) begin
            if ( reset ) begin
                state <= 0;
            end else begin
                case(state)
                    4'h0:      state <= Start ? next_state : state;
                    4'h8:      state <= Z ? 4'hA: next_state;  
                    4'h9:      state <= CO ? next_state : 4'hE;  
                    4'hE,4'hF: state <= 0;
                    default:   state <= next_state;
                endcase
            end
        end
        always @(posedge clk or posedge reset) begin
            if ( reset ) begin
                {Busy,WE} = 0;
                {InsSel,CUconst,InMuxAdd,OutMuxAdd,RegAdd} = 0;
            end else begin
                case(state)
                    4'h0: {Busy,WE} = 0;  
                    4'h1: Busy = 1;  
                    4'h2: begin  
                        InMuxAdd    <= 3'h0;  
                        RegAdd      <= 4'h3;
                        WE          <= 1;
                    end
                    4'h3: begin  
                        InMuxAdd    <= 3'h1;  
                        RegAdd      <= 4'h1;  
                    end
                    4'h4: begin  
                        InMuxAdd    <= 3'h2;  
                        RegAdd      <= 4'h1;  
                        CUconst     <= 8'hFF;
                        InsSel      <= 2'h1;  
                    end
                    4'h5: begin  
                        InMuxAdd    <= 3'h3;  
                        RegAdd      <= 4'h1;  
                    end
                    4'h6: begin  
                        InMuxAdd    <= 3'h2;  
                        RegAdd      <= 4'h2;  
                        CUconst     <= 8'h01;           
                        InsSel      <= 2'h2;  
                    end
                    4'h7: begin  
                        InMuxAdd    <= 3'h3;  
                        RegAdd      <= 4'h1;  
                    end
                    4'h8: begin  
                        InMuxAdd    <= 3'h4;  
                        RegAdd      <= 4'h2;  
                        OutMuxAdd   <= 4'h3;  
                        InsSel      <= 2'h2;  
                    end
                    4'h9: begin end  
                    4'hA: begin  
                        InMuxAdd    <= 3'h3;  
                        RegAdd      <= 4'h1;  
                    end
                    4'hB: begin  
                        InMuxAdd    <= 3'h2;  
                        RegAdd      <= 4'h2;  
                        CUconst     <= 8'hFF; 
                        InsSel      <= 2'h1;  
                    end
                    4'hC: begin  
                        InMuxAdd    <= 3'h3;  
                        RegAdd      <= 4'h1;  
                    end
                    4'hD: begin  
                        InMuxAdd    <= 3'h2;  
                        RegAdd      <= 4'h2;  
                        CUconst     <= 8'h01;
                        InsSel      <= 2'h2;  
                    end
                    4'hE: begin  
                        InMuxAdd    <= 3'h3;  
                        RegAdd      <= 4'h0;  
                    end
                    4'hF: begin end 
                endcase
            end
        end
endmodule
`timescale 1ns / 1ps
module CircularLeftShift(
        input [7:0] a,
        output [7:0] r
    );
    assign r = {a[6:0],a[7]};
endmodule
`timescale 1ns / 1ps
module RB(
        input clk, reset,
        input [7:0] InA, InB,
        input [7:0] CUconst, 
        input [2:0] InMuxAdd, 
        input [3:0] OutMuxAdd, RegAdd,
        input WE,
        output [7:0] ALUinA, ALUinB,
        input [7:0] ALUout,
        output [7:0] Out
    );
        parameter N_REGISTERS = 16;
        parameter DATA_WIDTH  = 8;
        reg [DATA_WIDTH-1:0] register_file [N_REGISTERS-1:0];
        wire [DATA_WIDTH-1:0] RegIn, RegOut;
        wire [DATA_WIDTH-1:0] InMux [7:0];
        assign InMux[0] = InA;
        assign InMux[1] = InB;
        assign InMux[2] = CUconst;
        assign InMux[3] = ALUout;
        assign InMux[4] = RegOut;
        assign InMux[5] = RegOut;
        assign InMux[6] = RegOut;
        assign InMux[7] = RegOut;
        assign Out      = register_file[0];
        assign ALUinA   = register_file[1];
        assign ALUinB   = register_file[2];
        assign RegIn  = InMux[InMuxAdd];
        assign RegOut = register_file[OutMuxAdd];
        integer i;
        always @( posedge clk or posedge reset ) begin
            if ( reset ) begin
                for (i=0; i<N_REGISTERS; i=i+1) begin
                    register_file[i] = 0;
                end
            end else begin
                if ( WE ) begin
                    register_file[RegAdd] <= RegIn;
                end
            end
        end
endmodule
`timescale 1ns / 1ps
module TOP(
        input clk, reset,
        input Start,
        output Busy,
        input [7:0] InA, InB,
        output [7:0] Out
    );
    wire [1:0] InsSel;
    wire CO, Z;
    wire [7:0] CUconst;
    wire [2:0] InMuxAdd;
    wire [3:0] OutMuxAdd, RegAdd;
    wire WE;
    wire [7:0] ALUinA, ALUinB;
    wire [7:0] ALUout;
    CU cu_inst (
            .clk(clk), 
            .reset(reset),
            .Start(Start),
            .Busy(Busy),
            .InsSel(InsSel),
            .CO(CO), 
            .Z(Z), 
            .CUconst(CUconst),
            .InMuxAdd(InMuxAdd),
            .OutMuxAdd(OutMuxAdd), 
            .RegAdd(RegAdd),
            .WE(WE)
    );
    RB rb_inst (
            .clk(clk), 
            .reset(reset),
            .InA(InA), 
            .InB(InB),
            .CUconst(CUconst), 
            .InMuxAdd(InMuxAdd), 
            .OutMuxAdd(OutMuxAdd), 
            .RegAdd(RegAdd),
            .WE(WE),
            .ALUinA(ALUinA), 
            .ALUinB(ALUinB),
            .ALUout(ALUout),
            .Out(Out)
    );
    ALU alu_inst (
            .ALUinA(ALUinA), 
            .ALUinB(ALUinB),
            .InsSel(InsSel),
            .ALUout(ALUout),
            .CO(CO), 
            .Z(Z)
    );
endmodule
`timescale 1ns / 1ps
module XOR(
        input [7:0] a,b,
        output [7:0] r
    );
    assign r = a ^ b;
endmodule
`timescale 1ns / 1ps
module ZeroComparator(
        input [7:0] a,
        output Z
    );
    assign Z = a == 0;
endmodule
File: flow/run.sh
#!/bin/bash
# OpenROAD 26Q1-2900-gdf79404cd8, Yosys 0.63+post, stock flow scripts
make -C /OpenROAD-flow-scripts/flow DESIGN_CONFIG=/design/flow/config.mk WORK_HOME=/design/flow/orfs finish
==> PnR_summary.wiki <==
== Run summary ==
{| class="wikitable"
! Metric !! Value
|-
| Count of library flops with an enable pin || 0
|-
| Post-synthesis cell count from yosys || 301
|-
| Maximum fanout count along the critical path || 4
|-
| Placeable core region || 5921 um2
|-
| Most area-hungry cell type in the Yosys netlist || sky130_fd_sc_hd__dfrtp_1
|-
| Chip Height || 80.21 um
|-
| IO buf count || 27
|-
| Number of global-route vias before repair || about 2.2k
|-
| Category of the most critical setup path || flip-flop to flip-flop
|-
| Number of antenna violations at the first check in global routing || 0
|-
| Main flop type after synthesis || sky130_fd_sc_hd__dfrtp_1
|-
| Type of origin of the critical path || flip-flop
|-
| WP data arrival || approximately 2.8 ns
|-
| FF+latch area || around 1300 um2
|-
| Non-filler instance count after layout || 396
|-
| Post-Place Cells || approximately 390
|-
| Worst hold-check path type || flip-flop to flip-flop
|-
| Sum of internal, switching and leakage power || around 2.2 mW
|-
| Yosys Warn Count || 4
|-
| Post-CTS Repair Setup Buffers || 0
|-
| Buffer depth of the longest clock path || 2
|-
| Post-DP Area || about 3400 um2
|-
| Post-synthesis sequential element count || slightly above 50
|-
| Hold path start || rb_inst.register_file[2][6]
|-
| Worst setup path startpoint || rb_inst.register_file[1][0]
|-
| Post-synthesis sequential area ratio || a little over two fifths
|-
| Area fraction of the dominant cell type after synthesis || between 40% and 50%
|-
| Post-cts resize count || 0
|-
| Vias post-DR || about 2.3k
|-
| Final Critical Period || 2.572 ns
|-
| Clock input transition at the sequential cells of the worst setup and hold paths || 0.09 ns
|-
| Leakage power || about 1.4 nW
|-
| Setup skew after layout || 0.01038 ns
|-
| Maxcap violations || 0
|-
| Routed via count divided by cell count || 5.927
|-
| I/O pin count || 28
|-
| Largest net degree at the start of global routing || approximately 52
|-
| Top cell types by occurrence after synthesis || sky130_fd_sc_hd__dfrtp_1, sky130_fd_sc_hd__mux2_2, sky130_fd_sc_hd__nand2_1
|-
| Iter 0 DRT Violations || between 100 and 150
|-
| Final-layout fill cell count || 503
|-
| Die area || approximately 6400 um2
|-
| Detail Placement HPWL || about 5100 um
|-
| CP Data Required Time || 6.34 ns
|-
| Global-route wire length before repair || between 10000 and 15000 um
|-
| Layout Area Growth over Synthesis || 12.68%
|-
| Leading cell type by number of instances after synthesis || sky130_fd_sc_hd__dfrtp_1
|-
| Worst relative slew slack || ~56%
|-
| F_max || 388.8 MHz
|-
| Clock tree root buffer cell || sky130_fd_sc_hd__clkbuf_8
|-
| Antenna diode instance count || 0
|-
| Yosys synthesis chip area || between 3000 and 4000 um2
|-
| Power density of the placed cells || roughly 630 nW/um2
|-
| Unrepaired setup endpoints after global routing || false
|-
| Asr flop ratio synth || about 100%
|-
| Final global-route overflow total || 0
|-
| Core occupancy in the finished layout || between 50% and 60%
|-
| Starting utilization of the core area || 51.65%
|-
| Number of placement rows || 28
|-
| Final critical-path share of the clock period || 42.17%
|-
| Count of hold-fix buffers inserted at cts || 0
|-
| Setup TNS Final || 0 ns
|-
| Aggregate routed wire length || slightly below 7000 um
|-
| Hold Fails Final Rpt || 0
|-
| Netlist cell types || around 54
|-
| Cell types occupying the most area after synthesis || sky130_fd_sc_hd__dfrtp_1, sky130_fd_sc_hd__mux2_2, sky130_fd_sc_hd__ha_1, sky130_fd_sc_hd__nand2_1, sky130_fd_sc_hd__nor2_1
|-
| Worst IR Drop VDD || slightly above 300 uV
|-
| Number of buffers created by CTS || 5
|-
| Setup violators final || 0
|-
| Antenna Violating Nets Remaining || 0
|-
| Multi-input logic area || 1664 um2
|-
| Slew Viols, Final || 0
|-
| Maximum level of the CTS H-tree || 2
|-
| Number of cells produced by synthesis || between 300 and 400
|-
| Wire length per cell after detailed routing || around 17 um
|-
| Post-synthesis instance area || slightly above 3000 um2
|-
| Global routing usage summed across all routing layers || around a quarter
|-
| TritonRoute pass-1 iters || 4
|-
| Status || completed
|-
| Number of warning messages in the logs || 29
|-
| Least-Margin Pin Slew || between 0.6 and 0.7 ns
|-
| RePlAce Congestion || around 0.85
|-
| Worst setup EP type || flip-flop
|-
| Avg Inst Size Synth || ~10 um2
|-
| Chip Width || around 80 um
|-
| Clock latency of the later-clocked register in the worst-skew pair || between 0.3 and 0.4 ns
|-
| Residual DRC || 0
|-
| Ratio of cells with drive above 1 in the final layout || approximately 17%
|-
| Worst r2r src || rb_inst.register_file[1][0]
|-
| Number of sinks handled by clock tree synthesis || 51
|-
| Clock tree from TritonCTS || done
|-
| Post-route cell area || between 3000 and 4000 um2
|}
-- registers in the layout, indices dropped and copies added, names as in the netlist --
| signal | cells |
|---|---|
| cu_inst.WE | 1 |
| cu_inst.CUconst | 2 |
| rb_inst.register_file | 32 |
| cu_inst.OutMuxAdd | 1 |
| cu_inst.state | 4 |
| cu_inst.InsSel | 2 |
| cu_inst.RegAdd | 4 |
| cu_inst.Busy | 1 |
| cu_inst.InMuxAdd | 4 |
-- cells by family (layout without fill, tap and decap cells) --
family / count (synthesis) / count (layout) / synth area share [%]
AND-OR/OR-AND: 87 / 87 / 21.15
AND/OR/NAND/NOR: 79 / 79 / 11.87
buffers and inverters: 27 / 47 / 3.805
multiplexers: 42 / 42 / 15.26
adder cells (fa/ha/maj): 13 / 13 / 5.565
XOR/XNOR: 2 / 2 / 0.5729
flip-flops: 51 / 51 / 41.78
-- power by group --
part | internal, mW | switching, mW
sequential | 0.500 | 0.170
combinational | 0.590 | 0.721
clock | 0.0917 | 0.108
total | 1.18 | 1.00
-- path summary, 6_finish.rpt --
check	end	slack (ns)	cells past startpoint
hold reg to reg	rb_inst.register_file[2][6]	0.50	2
max in group asynchronous	cu_inst.InsSel[1]	4.26	3
setup reg to reg	rb_inst.register_file[2][4]	3.53	8
hold / removal	rb_inst.register_file[2][6]	0.50	2
min in group asynchronous	rb_inst.register_file[0][3]	1.40	3
setup / recovery	rb_inst.register_file[2][4]	3.53	8
-- per-layer routing --
| layer | up-vias | wire [um] | GRT usage, % |
|---|---|---|---|
| met3 | 6 | 173 | 2.422 |
| met4 | 0 | 72 | 2.321 |
| met5 | - | 0 | 0 |
| met1 | 1155 | 3805 | 42.18 |
| met2 | 32 | 2865 | 33.85 |
| li1 | 1154 | - | - |
-- through the flow --
step	hold WS (ns)	setup slack, ns
3_5_place_dp	0.4709	3.420
4_1_cts	0.4953	3.537
5_1_grt	0.5229	3.302
6_report	0.4963	3.528
3_3_place_gp	0.4675	3.487
2_1_floorplan	0.4379	3.652
-- critical path: stages, from the launching register on --
cell and delay (ns):
sky130_fd_sc_hd__dfrtp_1 0.39, sky130_fd_sc_hd__ha_1 0.25, sky130_fd_sc_hd__fa_1 0.42, sky130_fd_sc_hd__a211oi_1 0.38
sky130_fd_sc_hd__o211ai_1 0.15, sky130_fd_sc_hd__nand3_1 0.17, sky130_fd_sc_hd__nand2_1 0.08, sky130_fd_sc_hd__a31oi_1 0.43
sky130_fd_sc_hd__mux2_2 0.24
-- placed cells by master, fill, tap and decap left out, types with 2 or more instances in the layout --
master,instances
sky130_fd_sc_hd__clkdlybuf4s50_1,27
sky130_fd_sc_hd__nand2_1,31
sky130_fd_sc_hd__dfrtp_1,50
sky130_fd_sc_hd__nand2b_1,3
sky130_fd_sc_hd__inv_1,10
sky130_fd_sc_hd__ha_1,12
sky130_fd_sc_hd__or3_1,2
sky130_fd_sc_hd__o21ai_0,12
sky130_fd_sc_hd__a22o_1,3
sky130_fd_sc_hd__a31oi_1,6
sky130_fd_sc_hd__a221o_1,3
sky130_fd_sc_hd__clkbuf_8,6
sky130_fd_sc_hd__nand3b_1,2
sky130_fd_sc_hd__a211oi_1,4
sky130_fd_sc_hd__nand3_1,5
sky130_fd_sc_hd__mux2i_1,5
sky130_fd_sc_hd__a21boi_4,2
sky130_fd_sc_hd__a21oi_1,15
sky130_fd_sc_hd__nor2_1,23
sky130_fd_sc_hd__o311ai_0,2
sky130_fd_sc_hd__nor3_1,2
sky130_fd_sc_hd__o211ai_1,4
sky130_fd_sc_hd__a21o_1,3
sky130_fd_sc_hd__a22oi_1,11
sky130_fd_sc_hd__or4b_1,2
sky130_fd_sc_hd__o31ai_1,6
sky130_fd_sc_hd__nor2b_1,2
sky130_fd_sc_hd__and2_1,2
sky130_fd_sc_hd__mux2_2,37
sky130_fd_sc_hd__o21a_1,4
-- area by class of cell --
class / count / area share [%]
clock inverters: 1 / 0.1452
repair buffers: 28 / 8.061
well taps: 75 / 2.723
flip-flops and latches: 51 / 37.07
inverters: 11 / 1.198
multi-input cells: 223 / 48.29
clock buffers: 7 / 2.505
Power figures rest on the tool's default switching activity, not on a simulated workload.
